[./run.sh]
#!/bin/bash
# OpenROAD 26Q1-2900-gdf79404cd8, Yosys 0.63+post, stock flow scripts
make -C /OpenROAD-flow-scripts/flow DESIGN_CONFIG=/design/flow/config.mk WORK_HOME=/design/flow/orfs finish
[./design.v]
`timescale 1ns / 1ps
module ALU(
	input logic[31:0] A, B,
	output logic ZeroFlag,
	input logic[4:0] shamt,
	input logic[3:0] ALUControl,
	output logic[31:0] result
    );
    always_comb
	case (ALUControl)
	    4'b0010: result <= A + B;                       
	    4'b0110: result <= A - B;                       
	    4'b0000: result <= A & B;                       
	    4'b0001: result <= A | B;                       
	    4'b0111: result <= (A < B) ? 1 : 0;             
	    4'b0101: result <= ~(A | B);                    
	    4'b0100: result <= (B << shamt);                
	    4'b1100: result <= (B >> shamt);                
	    4'b1110: result <= (B >>> shamt);               
	    4'b1000: result <= (B >> A[4:0]);               
	    4'b1001: result <= (B << A[4:0]);               
	    4'b1010: result <= (B >>> A[4:0]);              
	    default: result <= { {32{1'b0}} };
	endcase
	assign ZeroFlag = (result == 0);
endmodule
[./constraint.sdc]
current_design ALU

set clk_period 16.1
set clk_io_pct 0.2

create_clock -name clk0 -period $clk_period

set non_clock_inputs [all_inputs -no_clocks]
set_input_delay [expr $clk_period * $clk_io_pct] -clock clk0 $non_clock_inputs
set_output_delay [expr $clk_period * $clk_io_pct] -clock clk0 [all_outputs]
[./config.mk]
export PLATFORM = sky130hd
export DESIGN_NAME = ALU
export DESIGN_NICKNAME = ALU
export VERILOG_FILES = /design/flow/design.v
export SDC_FILE = /design/flow/constraint.sdc
export NUM_CORES = 4
export LEC_CHECK = 1
export CORE_UTILIZATION = 50
==> impl_metrics.tcl <==
# metrics dict for downstream scripts
set metrics [dict create \
    setup_viol 0 \
    tightest_slew_ps 1280 \
    wl_per_cell_um 31.9 \
    via_per_inst 7.58 \
    clkbuf_count 0 \
    grt_max_degree 53 \
    power_leakage_nw 5.22 \
    tns_ps 0 \
    critPathCaptureType "primary output" \
    gp_congestion 1.17 \
    slew_viol_final 0 \
    status "complete, no violations" \
    rsz0062_at_grt "no" \
    maxCapViolCount 0 \
    yosys_cells 1672 \
    hpwlAfterDp_um 48200 \
    worst_hold_slack_ps 7890 \
    syn_area_per_cell_sq_um 6.67 \
    synth_warnings 1 \
    slowest_stage "nor4b_4" \
    crit_family "simple AND/OR/NAND/NOR gates" \
    synth_area_sq_mm 0.0112 \
    die_h_um 151 \
    synthCells 1672 \
    powerDensity_mw_per_mm2 40.6 \
    yosys_area_sq_mm 0.0112 \
    drtPass1Iterations 12 \
    grt_pass1_wl_um 90000 \
    vias 14968 \
    cp_num_buf_inv 4 \
    chip_area_sq_mm 0.0229 \
    die_w_um 151 \
    dr.first_iter.drc_count 2248 \
    flop-count 0 \
    min_path_type "in -> out" \
    grt_overflow 0 \
    syn_to_final_growth_pct 10.6 \
    postLayoutCoreUtil_pct 56.5 \
    drive_gt1_share_pct 6.99 \
    rows 54 \
    cp.arrival_ps 9940 \
    worst_setup_path_start_kind "primary input" \
    seq_area_sq_um 0 \
    postCtsSetupRepairBufs 0 \
    fillers 2045 \
    antenna_left 0 \
    vdd_drop_max_uv 25.5 \
    path_cells "clkdlybuf4s50_1, buf_4, nor4b_4, mux2_2, buf_4, mux2i_1, mux2i_1, a221oi_1, o21ai_0, nor3_1, nand2_1, nor4_1, nand4_1, or4b_1, nor4_2, clkdlybuf4s50_1" \
    p_switching_mw 0.325 \
    grt_pass1_vias 13298 \
    cts_resized 0 \
    tool_warnings 98 \
    path_max_fanout 52 \
    ys_seq_share_pct 0 \
    core_area_sq_mm 0.0218 \
    cts-hold-fix-buffers 0 \
    grt_usage_pct 55.7 \
    worst_ep_required_time_ps 12880 \
    max_freq_mhz 76.0 \
    timing.final.crit_period_ps 13160 \
    antenna_found_initial 5 \
    place.port_buffers 106 \
    drt-total-wl_um 62900 \
    swShare_pct 65.0 \
    finalClockPeriodUsage_pct 81.8 \
    criticalPathCategory "in -> out" \
    fp_util_pct 51.1 \
    io_pins 106 \
    critPathMaxStageDelay_ps 740 \
    drc_errors 0 \
    final_hold_viol_count 0 \
    p_int_mw 0.176 \
    relSlewSlack_pct 14.0 \
    ys_types 95 \
]
[cell type report]
| cell class | count | area (sq um) | share of cell area, % |
|---|---|---|---|
| antenna | 5 | 12.5 | 0.101 |
| timing repair buffer | 158 | 1450 | 11.8 |
| multi-input combinational | 1426 | 10100 | 82.1 |
| tap | 280 | 350 | 2.84 |
| inverter | 105 | 394 | 3.19 |
[synth_stat cells, types with 11 or more instances]
cell / number / area (sq um)
o21ai_0: 66 / 330
xnor2_1: 15 / 131
mux2_2: 13 / 146
clkbuf_1: 92 / 345
mux2i_1: 166 / 1660
a221o_1: 22 / 220
inv_1: 104 / 390
nor2_1: 156 / 586
a221oi_1: 35 / 307
nand2_1: 168 / 631
nand2b_1: 23 / 144
a211oi_1: 32 / 240
a31oi_1: 16 / 100
a21oi_1: 138 / 691
nor4_1: 22 / 138
o211ai_1: 22 / 165
nand3_1: 39 / 195
buf_2: 14 / 70.1
ha_1: 97 / 1210
buf_4: 18 / 135
o221ai_1: 25 / 219
a22oi_1: 44 / 330
nor3_1: 49 / 245
o22ai_1: 37 / 231
o2111ai_1: 13 / 114
o31ai_1: 11 / 82.6
[cells in the final DEF (no fill, tap or decap), types with 13 or more instances in the layout]
| cell type | n |
|---|---|
| nand2_1 | 168 |
| mux2i_1 | 160 |
| nor2_1 | 156 |
| a21oi_1 | 138 |
| clkdlybuf4s50_1 | 106 |
| inv_1 | 104 |
| ha_1 | 97 |
| o21ai_0 | 66 |
| buf_4 | 52 |
| nor3_1 | 48 |
| a22oi_1 | 44 |
| nand3_1 | 39 |
| o22ai_1 | 37 |
| a221oi_1 | 35 |
| a211oi_1 | 32 |
| o221ai_1 | 25 |
| nand2b_1 | 23 |
| a221o_1 | 22 |
| o211ai_1 | 22 |
| nor4_1 | 21 |
| a31oi_1 | 16 |
| xnor2_1 | 15 |
| mux2_2 | 14 |
| o2111ai_1 | 13 |
[logic make-up after synthesis]
family	after synthesis	share of synthesized area, %
buffers and inverters	246	9.72
AND/OR/NAND/NOR	546	23.6
XOR/XNOR	18	1.41
AND-OR/OR-AND	573	36.0
adder cells (fa/ha/maj)	99	11.2
multiplexers	190	18.0
[power by group through the flow]
stage                 Clock [mW]  Combinational (mW)  Sequential [mW]
after CTS                      0               0.468                0
after global routing           0               0.520                0
[layer usage]
layer / up-vias / GRT usage [%] / wire (um)
met4: 4 / 37.4 / 5880
met1: 6789 / 66.2 / 21500
met2: 1394 / 77.1 / 24600
met3: 391 / 28.7 / 10900
met5: - / 2.73 / 92
li1: 6390 / - / -
[per-stage QoR]
| step | cells | total power [mW] | setup slack [ps] | area [sq um] |
|---|---|---|---|---|
| 2_1_floorplan | 1672 | 0.288 | 5620 | 11200 |
| 3_3_place_gp | 1969 | 0.467 | 3430 | 12300 |
| 3_5_place_dp | 1969 | 0.466 | 3460 | 12300 |
| 4_1_cts | 1969 | 0.468 | 3450 | 12300 |
| 5_1_grt | 1969 | 0.520 | 2880 | 12300 |
| 6_report | 1974 | 0.501 | 2940 | 12300 |
[worst paths after layout]
path / start / end / slack [ps] / depth (start not counted)
max: ALUControl[2] / ZeroFlag / 2940 / 16
min: A[19] / result[19] / 7890 / 6
Power figures rest on the tool's default switching activity, not on a simulated workload.
