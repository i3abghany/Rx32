$ cat flow/design.v
`timescale 1 ns / 1 ps 
module Adder(
	input logic[31:0] A, B,
	output logic[31:0] Y
    );
    assign Y = A + B;
endmodule
$ cat flow/run.sh
#!/bin/bash
# OpenROAD 26Q1-2900-gdf79404cd8, Yosys 0.63+post, stock flow scripts
make -C /OpenROAD-flow-scripts/flow DESIGN_CONFIG=/design/flow/config.mk WORK_HOME=/design/flow/orfs finish
$ cat flow/config.mk
export PLATFORM = sky130hd
export DESIGN_NAME = Adder
export DESIGN_NICKNAME = Adder
export VERILOG_FILES = /design/flow/design.v
export SDC_FILE = /design/flow/constraint.sdc
export NUM_CORES = 4
export LEC_CHECK = 1
export CORE_AREA = 10 10 107 107
export DIE_AREA = 0 0 117 117
$ cat flow/constraint.sdc
current_design Adder

set clk_period 18.1
set clk_io_pct 0.2

create_clock -name clk0 -period $clk_period

set non_clock_inputs [all_inputs -no_clocks]
set_input_delay [expr $clk_period * $clk_io_pct] -clock clk0 $non_clock_inputs
set_output_delay [expr $clk_period * $clk_io_pct] -clock clk0 [all_outputs]
==> flow_metrics.env <==
# yosys + openroad results
export IMPL_place_gp_congestion=0.8280
export IMPL_final_max_slew_viol_count=0
export IMPL_result_of_the_run="finished clean"
export IMPL_die_area_mm2=0.01369
export IMPL_drc=0
export IMPL_antenna_violations_before_repair=0
export IMPL_hold_viol=0
export IMPL_synth_cells=241
export IMPL_postCtsSetupBuffers=0
export IMPL_groute_layer_met1_usage_pct=10.94
export IMPL_worst_ep_required_time_ps=14480
export IMPL_criticalPathCategory="input port to output port"
export IMPL_openroad_warnings=32
export IMPL_crit_path_top_delay_cell="sky130_fd_sc_hd__clkdlybuf4s50_1"
export IMPL_fp_utilization_pct=18.97
export IMPL_post_place_cells=437
export IMPL_yosys_stat_area_mm2=0.001744
export IMPL_dominant_cell_area_share_pct=22.24
export IMPL_grt_met2_use_pct=15.26
export IMPL_final_layout_size_suffix_gt1_share_pct=3.067
export IMPL_unrepaired_setup_endpoints_after_global_routing="no"
export IMPL_detailroute_via_count=2087
export IMPL_wire_length_of_the_first_global_routing_pass_mm=10.08
export IMPL_flops=0
export IMPL_timing_fmax_mhz=97.33
export IMPL_pnr_total_power_mw=0.1083
export IMPL_vias_per_cell=4.776
export IMPL_worstHoldPathType="input port to output port"
export IMPL_synth_seq_share_pct=0
export IMPL_min_period_ps=10270
export IMPL_yosys_cell_types_count=50
export IMPL_globalRoute_busiestLayer="met2"
export IMPL_route_detailed_wl_per_inst_um=14.40
export IMPL_detail_route_iter0_violations=65
export IMPL_post_synth_instance_area_mm2=0.001744
export IMPL_regArea_um2=0
export IMPL_critical_path_arrival_ps=6650
export IMPL_cp_common_cell="sky130_fd_sc_hd__clkdlybuf4s50_1"
export IMPL_buffer_ports_inserted=96
export IMPL_dp_slack_ps=7822
export IMPL_globalRouteMet3Util_pct=3.148
export IMPL_worstSetupStartpoint="A[0]"
export IMPL_max_cap_violations=0
export IMPL_ios=96
export IMPL_critical_path_cell_chain="clkdlybuf4s50_1 > ha_1 > fa_1 > a21o_1 > a31o_2 > nand3_1 > o221ai_1 > a311oi_1 > o21bai_1 > xor2_1 > clkdlybuf4s50_1"
export IMPL_worst_slack_ps=7826
export IMPL_synthesis_yosys_warnings=0
export IMPL_chipHeight_um=117
export IMPL_detail_route_antenna_nets=0
export IMPL_critical_path_n_buffers_inverters=2
export IMPL_max_stage_delay_ps=510
export IMPL_detail_route_first_pass_iterations=6
export IMPL_flow_area_growth_from_synthesis_pct=60.55
export IMPL_gr_total_overflow=0
export IMPL_die_size_x_um=117
export IMPL_post_layout_nonfiller_instances=437
export IMPL_tightestPinTransition_ps=557.6
export IMPL_floorplan_rows=35
export IMPL_clkbuf_count=0
export IMPL_cpLargestDelayFamily="AND-OR/OR-AND gates"
export IMPL_final_min_period_over_clock_period_pct=56.76
export IMPL_hold_depth=3
export IMPL_yosys_stat_cells=241
export IMPL_fill_cells=987
export IMPL_total_leakage_power_nw=1.176
export IMPL_maxSlewHeadroom_pct=61.86
export IMPL_vdd_drop_max_mv=0.01706
export IMPL_timing_critical_path_fanout_max=4
export IMPL_area_leaders="sky130_fd_sc_hd__ha_1 22%, sky130_fd_sc_hd__a21oi_1 8.3%, sky130_fd_sc_hd__a21o_1 8.2%, sky130_fd_sc_hd__xor2_1 7.5%, sky130_fd_sc_hd__xnor2_1 6.5%"
export IMPL_cts_hold_buf=0
export IMPL_p_per_area_mw_per_mm2=38.68
export IMPL_final_hold_worst_slack_ps=8268
export IMPL_drt_total_wl_mm=6.294
export IMPL_grt_pass1_vias=2107
export IMPL_insertedDiodeCount=0
export IMPL_floorplan_core_area_mm2=0.009196
export IMPL_largest_area_cell="sky130_fd_sc_hd__ha_1"
export IMPL_finalSetupViolations=0
export IMPL_holdCritStartpoint="B[0]"
export IMPL_avgSynthCellArea_um2=7.237
export IMPL_cells_resized_by_post_cts_repair=0
export IMPL_place_hpwl_mm=5.576
export IMPL_maximum_number_of_pins_on_one_net_before_global_route_repair=11
export IMPL_setup_worst_path_start_class="input port"
export IMPL_critPathCaptureType="output port"
export IMPL_stages_on_the_worst_setup_path=11
export IMPL_setup_total_negative_slack_ps=0
export IMPL_globalRouteTotalUtil_pct=8.824
## logic make-up after synthesis
family          count (synthesis)  share of synthesized area (%)
compound gates                 97                          39.31
xor+xnor                       28                          14.06
fa+ha+maj                      32                          23.39
buf+inv                        17                          3.802
mux                             2                          1.148
simple gates                   65                          18.29
## per-stage QoR
step	area, um^2	utilization (%)
finish	2800	30.45
global route	2800	30.45
CTS	2800	30.45
detailed placement	2800	30.45
global placement	2800	30.45
floorplan	1744	-
## cell usage after synthesis (all sizes together) (2+ instances only)
cell type / number
buf: 3
a211oi: 3
o21a: 2
a31oi: 3
a21oi: 29
o221ai: 2
nor3: 4
nand2: 18
a311oi: 3
clkbuf: 8
o311ai: 2
nand3: 10
nor2: 12
o211ai: 3
o21ai: 15
xor2: 15
o21bai: 5
a21o: 19
nand4: 8
mux2i: 2
or2: 3
nand2b: 2
xnor2: 13
inv: 6
ha: 31
## where the power goes
part,internal (mW),total [mW],switching (mW)
registers,0,0,0
logic,0.0644,0.108,0.0439
clock network,0,0,0
total,0.0644,0.108,0.0439
## layout by cell type (no fill, tap or decap), types with 6 or more instances in the layout
master                             n
sky130_fd_sc_hd__a21oi_1          29
sky130_fd_sc_hd__ha_1             31
sky130_fd_sc_hd__xor2_1           15
sky130_fd_sc_hd__nand2_1          18
sky130_fd_sc_hd__nand3_1          10
sky130_fd_sc_hd__a21o_1           19
sky130_fd_sc_hd__clkdlybuf4s50_1  96
sky130_fd_sc_hd__xnor2_1          13
sky130_fd_sc_hd__o21ai_0          13
sky130_fd_sc_hd__inv_1             6
sky130_fd_sc_hd__nor2_1           12
sky130_fd_sc_hd__nand4_1           8
## routing by layer
layer | part of all wire (%) | wire length [um] | vias up
met5 | 0 | 0 | -
met4 | 0 | 0 | 0
met3 | 11 | 673 | 0
met2 | 45 | 2841 | 50
met1 | 44 | 2779 | 937
li1 | - | - | 1100
## final cells by class
| cell class | count | area, um^2 | area share, % |
|---|---|---|---|
| tap | 111 | 138.9 | 4.960 |
| inverter | 6 | 22.52 | 0.8043 |
| multi-input combinational | 224 | 1678 | 59.92 |
| timing repair buffer | 96 | 960.9 | 34.32 |
## path summary, 6_finish.rpt
path / end / slack (ps)
worst max-delay path: Y[26] / 7830
worst min-delay path: Y[0] / 8270
No activity file was given, so power comes from the tool's default toggle rates.
